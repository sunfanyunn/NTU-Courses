### /design/flow/design.v
module ID_EX
  (
   input 	     clk_i,
   input [31:0]      inst_i,
   input [31:0]      pc_i,
   input [31:0]      RDData0_i,
   input [31:0]      RDData1_i,
   input [31:0]      SignExtended_i,
   input stall_i,
   output [31:0] RDData0_o,
   output [31:0] RDData1_o,
   output [31:0] SignExtended_o,
   output [31:0] inst_o ,
   output [31:0] pc_o,
   input 	     RegDst_i,
   input [1:0] 	     ALUOp_i,
   input 	     ALUSrc_i,
   input 	     RegWrite_i,
   input 	     MemToReg_i,
   input 	     MemRead_i,
   input 	     MemWrite_i,
   output 	     RegDst_o,
   output [1:0]      ALUOp_o,
   output 	     ALUSrc_o,
   output 	     RegWrite_o,
   output 	     MemToReg_o,
   output 	     MemRead_o,
   output 	     MemWrite_o
   );
   reg [31:0] RDData0_o = 32'd0;
   reg [31:0] RDData1_o = 32'd0;
   reg [31:0] SignExtended_o = 32'd0;
   reg [31:0] inst_o = 32'd0;
   reg [31:0] pc_o = 32'd0;
   reg 		 RegDst_r =0;
   reg [1:0] 	 ALUOp_r=2'd0;
   reg 		 ALUSrc_r=0;
   reg 		 RegWrite_r=0;
   reg 		 MemToReg_r=0;
   reg 		 MemRead_r=0;
   reg 		 MemWrite_r=0;
   assign RegDst_o = RegDst_r;
   assign ALUOp_o = ALUOp_r;
   assign ALUSrc_o = ALUSrc_r;
   assign RegWrite_o = RegWrite_r;
   assign MemToReg_o = MemToReg_r;
   assign MemRead_o = MemRead_r;
   assign MemWrite_o = MemWrite_r;
   always@(posedge clk_i) begin
     if (stall_i) begin
     end
     else begin
      RDData0_o <= RDData0_i;
      RDData1_o <= RDData1_i;
      SignExtended_o <= SignExtended_i;
      pc_o <= pc_i;
      inst_o <= inst_i;
      RegDst_r <= RegDst_i;
      ALUOp_r <= ALUOp_i;
      ALUSrc_r <= ALUSrc_i;
      RegWrite_r <= RegWrite_i;
      MemToReg_r <= MemToReg_i;
      MemRead_r <= MemRead_i;
      MemWrite_r <= MemWrite_i;
    end
   end
endmodule
### /design/flow/run.sh
#!/bin/bash
# OpenROAD 26Q1-2900-gdf79404cd8, Yosys 0.63+post, stock flow scripts
make -C /OpenROAD-flow-scripts/flow DESIGN_CONFIG=/design/flow/config.mk WORK_HOME=/design/flow/orfs finish
### /design/flow/config.mk
export PLATFORM = sky130hd
export DESIGN_NAME = ID_EX
export DESIGN_NICKNAME = ID_EX
export VERILOG_FILES = /design/flow/design.v
export SDC_FILE = /design/flow/constraint.sdc
export NUM_CORES = 4
export LEC_CHECK = 1
export CORE_AREA = 10 10 217 217
export DIE_AREA = 0 0 227 227
### /design/flow/constraint.sdc
current_design ID_EX

set clk_period 1.0
set clk_io_pct 0.2

create_clock -name clk0 -period $clk_period [get_ports {clk_i}]

set non_clock_inputs [all_inputs -no_clocks]
set_input_delay [expr $clk_period * $clk_io_pct] -clock clk0 $non_clock_inputs
set_output_delay [expr $clk_period * $clk_io_pct] -clock clk0 [all_outputs]
==> job_summary.md <==
## Implementation flow summary

| Metric | Value |
|---|---|
| Netlist cell types | `2` |
| Most frequent cell after synthesis | `edfxtp_1` |
| IO buf count | `337` |
| Drt wl/cell | `15.79 um` |
| Sequential share of power | `51.4%` |
| Min cycle time layout | `1.250 ns` |
| Final core utilization | `21.39%` |
| Min-delay worst type | `input pin to flop` |
| Max Clk Rate | `800.3 MHz` |
| Critical Path End Type | `primary output` |
| CP cell instances | `buf_2` |
| Post-route non-filler standard cell count | `1090` |
| CTS tree | `built` |
| DRC violations left | `0` |
| Dominant register cell | `edfxtp_1` |
| Most instantiated cells after synthesis | `edfxtp_1 (168), inv_1 (1)` |
| Worst vdd rail ir drop | `0.9695 mV` |
| FP Util | `11.98%` |
| EDFF count, synth | `168` |
| Worst-path maximum fanout | `1` |
| Clock Path Buffers | `2` |
| Worst hold margin | `0.2784 ns` |
| Vias in the first global route | `3227` |
| Layout cells sized above 1 | `38.55%` |
| Failing checks | `setup timing` |
| Synthesis area per yosys | `5049 sq um` |
| Number of fill cells | `4424` |
| Mapped Cells | `169` |
| Root buffer cell | `clkbuf_16` |
| First-pass GRT wire length | `23050 um` |
| Status | `finished, violations left` |
| Post-synth seq share | `99.93%` |
| Max Cap Viol | `0` |
| Tool warnings | `28` |
| Mi-comb count | `0` |
| Mapped cell area | `5049 sq um` |
| CP Depth | `1` |
| # Cells Yosys | `169` |
| Setup Crit Path Kind | `flop to primary output` |
| Max_slew headroom | `76.66%` |
| CTS HTree Levels | `4` |
| Vias/cell | `2.859` |
| HPWL after DPL | `13670 um` |
| Yosys top cell by area | `edfxtp_1` |
| DR iter-0 viols | `139` |
| DR vias | `3116` |
| Combinational Power Share | `8.2%` |
| Setup TNS | `-25.33 ns` |
| Chip height | `227 um` |
| Num rows | `75` |
| Overflow after GRT | `0` |
| Die width | `227 um` |
| Core area | `42130 sq um` |
| Crit-path leading delay family | `flip-flops` |
| Final ANT Viol Nets | `0` |
| Post-Route WL | `17210 um` |
| Internal | `13.03 mW` |
| CP required | `0.80 ns` |
| CTS Buf Count | `17` |
| Area leader share | `99.93%` |
| Crit path to | `RDData0_o[11]` |
| Largest net degree at the start of global routing | `64` |
| Slew @ Worst Pin | `0.3502 ns` |
| Max stage delay on crit path | `0.42 ns` |
| Critical-path top delay cell | `edfxtp_1` |
| Worst path buffer plus inverter count | `1` |
| CTS Hold Bufs | `0` |
| WP data arrival | `1.05 ns` |
| RSZ-0062 raised after global routing | `yes` |
| Final Max Tran Viols | `0` |
| Sink Count | `168` |
| Setup violations, final | `168` |
| Mean Syn Cell Area | `29.87 sq um` |
| Overall power | `16.52 mW` |
| Post-CTS Repair Setup Buffers | `0` |
| Top area cell types | `edfxtp_1 (100%), inv_1 (0.074%)` |
| Antenna violations before repair | `6` |
| CP startpoint kind | `flop` |
| Placed insts | `1057` |
| Post-route clock period utilization | `125.0%` |
| Leak | `3.348 nW` |
| Top Ports | `338` |
| Die Area | `51530 sq um` |
| Sw Share | `21.08%` |
| NetSw | `3.481 mW` |
| Synth flops | `168` |
| Final tally of hold violations | `0` |
| DR pass1 iterations | `4` |
| Yosys warns | `1` |
| Logic area | `0 sq um` |
| Hold Startpoint | `RDData1_i[7]` |
| Setup WS post-layout | `-0.2496 ns` |
| Cell Pwr Density | `1833 nW/um^2` |
| Critical Path Start | `RDData0_o[11]$_DFFE_PN_` |
| Clock transition at path regs | `0.07 ns` |
| Clock network fraction of total power | `40.5%` |
| Synth-to-Final Area Change | `78.51%` |
| Aggregate global-route resource usage | `6.371%` |
| Placer Congestion | `0.7869` |
| Async set-reset flop share out of synthesis | `0%` |
-- power groups by stage --
stage	Clock, mW	Combinational [mW]	Sequential (mW)
after CTS	7.03	1.40	8.49
after global routing	7.31	1.48	8.54
final	6.69	1.35	8.48
-- final cells by class --
| class | count | area [sq um] | area share [%] |
|---|---|---|---|
| Timing Repair Buffer | 349 | 2695 | 29.90 |
| Clock inverter | 15 | 162.7 | 1.805 |
| Tap cell | 539 | 674.4 | 7.483 |
| Antenna cell | 1 | 2.502 | 0.02777 |
| Clock buffer | 17 | 425.4 | 4.720 |
| Inverter | 1 | 7.507 | 0.08330 |
| Sequential cell | 168 | 5045 | 55.98 |
-- cells in the final DEF, fill, tap and decap left out, drive strengths merged --
master,n
bufinv,2
diode,1
edfxtp,168
buf,180
dlymetal6s2s,1
clkbuf,17
inv,7
clkinv,5
clkdlybuf4s50,168
clkinvlp,2
-- layer usage --
layer	GRT usage [%]	share of wire, %	wire length [um]	up-vias
met5	0	0.20	34	-
met1	7.645	37	6442	1464
met4	1.354	2.3	402	4
li1	-	-	-	1436
met2	9.531	47	8014	194
met3	4.143	13	2314	18
-- registers in the layout, summed over array words and instances (netlist names) --
name,count
ALUSrc_r,1
MemWrite_r,1
ALUOp_r,2
RDData0_o,32
MemRead_r,1
inst_o,32
MemToReg_r,1
RDData1_o,32
pc_o,32
SignExtended_o,32
RegWrite_r,1
RegDst_r,1
-- through the flow --
step                setup WS (ns)  instance area, sq um
finish                    -0.2496                  9012
CTS                       -0.3244                  9000
global placement          -0.5059                  9253
floorplan                  -2.029                  5052
global route              -0.3222                  9010
detailed placement        -0.4932                  9253
-- kinds of logic (layout without fill, tap and decap cells) --
group                  count (synthesis)  in the layout  synth area share [%]
flip-flops                           168            168                 99.93
buffers and inverters                  1            382               0.07428
other                                  0              1                     0
-- timing repair --
action / CTS / global route
gates cloned: 0 / 0
gates resized: 558 / 2
setup endpoints to repair: 168 / 178
-- how the worst min path moves through the flow --
| stage | end | depth (start not counted) |
|---|---|---|
| 5_1_grt | RDData1_o[15]$_DFFE_PN_ | 1 |
| 6_report | RDData1_o[7]$_DFFE_PN_ | 1 |
| 4_1_cts | RDData1_o[7]$_DFFE_PN_ | 1 |
Power and IR drop assume default switching activity.
