`flow/run.sh`:
```
#!/bin/bash
# OpenROAD 26Q1-2900-gdf79404cd8, Yosys 0.63+post, stock flow scripts
make -C /OpenROAD-flow-scripts/flow DESIGN_CONFIG=/design/flow/config.mk WORK_HOME=/design/flow/orfs finish
```
`flow/design.v`:
```
module dcache_data_sram
(
	clk_i,
	addr_i,
	data_i,
	enable_i,
	write_i,
	data_o
);
input				  clk_i;
input	[4:0]		addr_i;
input	[255:0]	data_i;
input				  enable_i;
input				  write_i;
output	[255:0] 	data_o;
reg		[255:0]		memory 			[0:31];	
always@(posedge clk_i) begin
    if(enable_i && write_i) begin
		memory[addr_i]   <= data_i;
	end
end
assign 	data_o = (enable_i) ? memory[addr_i] : 256'b0;
endmodule
module dcache_tag_sram
(
	clk_i,
	addr_i,
	data_i,
	enable_i,
	write_i,
	data_o
);
input				  clk_i;
input	[4:0]		addr_i;
input	[23:0]	data_i;
input				  enable_i;
input				  write_i;
output	[23:0] 		data_o;
reg		[23:0]		memory 			[0:31];	
always@(posedge clk_i) begin
    if(enable_i && write_i) begin
		memory[addr_i]   <= data_i;
	end
end
assign 	data_o = (enable_i) ? memory[addr_i] : 24'b0;
endmodule
module dcache_top
(
	clk_i, 
	rst_i,
	mem_data_i, 
	mem_ack_i, 	
	mem_data_o, 
	mem_addr_o, 	
	mem_enable_o, 
	mem_write_o, 
	p1_data_i, 
	p1_addr_i, 	
	p1_MemRead_i, 
	p1_MemWrite_i, 
	p1_data_o, 
	p1_stall_o
);
input            clk_i; 
input            rst_i;
input  [256-1:0] mem_data_i; 
input            mem_ack_i; 
output [256-1:0] mem_data_o; 
output [32-1:0]  mem_addr_o; 	
output           mem_enable_o; 
output           mem_write_o; 
input  [32-1:0]  p1_data_i; 
input  [32-1:0]  p1_addr_i; 	
input            p1_MemRead_i; 
input            p1_MemWrite_i; 
output [32-1:0]  p1_data_o; 
output           p1_stall_o; 
wire   [4:0]     cache_sram_index;
wire             cache_sram_enable;
wire   [23:0]    cache_sram_tag;
wire   [255:0]   cache_sram_data;
wire             cache_sram_write;
wire   [23:0]    sram_cache_tag;
wire   [255:0]   sram_cache_data;
wire             sram_valid;
wire             sram_dirty;
parameter        STATE_IDLE       = 3'h0,
                 STATE_READMISS   = 3'h1,
                 STATE_READMISSOK = 3'h2,
                 STATE_WRITEBACK  = 3'h3,
                 STATE_MISS       = 3'h4;
reg	   [2:0]     state;
reg              mem_enable;
reg              mem_write;
reg              cache_we;
wire             cache_dirty;
reg              write_back;
wire   [4:0]     p1_offset;
wire   [4:0]     p1_index;
wire   [21:0]    p1_tag;
wire   [255:0]   r_hit_data;
wire   [21:0]    sram_tag;
wire             hit;
reg    [255:0]   w_hit_data;
wire             write_hit;
wire             p1_req;
reg    [31:0]    p1_data;
assign 	p1_req     = p1_MemRead_i | p1_MemWrite_i;
assign	p1_offset  = p1_addr_i[4:0];
assign	p1_index   = p1_addr_i[9:5];
assign	p1_tag     = p1_addr_i[31:10];
assign	p1_stall_o = ~hit & p1_req;
assign	p1_data_o  = p1_data; 
assign	sram_valid = sram_cache_tag[23];
assign	sram_dirty = sram_cache_tag[22];
assign	sram_tag   = sram_cache_tag[21:0];
assign	cache_sram_index  = p1_index;
assign	cache_sram_enable = p1_req;
assign	cache_sram_write  = cache_we | write_hit;
assign	cache_sram_tag    = {1'b1, cache_dirty, p1_tag};	
assign	cache_sram_data   = (hit) ? w_hit_data : mem_data_i;
assign	mem_enable_o = mem_enable;
assign	mem_addr_o   = (write_back) ? {sram_tag, p1_index, 5'b0} : {p1_tag, p1_index, 5'b0};
assign	mem_data_o   = sram_cache_data;
assign	mem_write_o  = mem_write;
assign	write_hit    = hit & p1_MemWrite_i;
assign	cache_dirty  = write_hit;
assign hit           = (sram_tag == p1_tag && sram_valid)? 1'b1 : 1'b0;
assign r_hit_data    = (hit)? sram_cache_data : mem_data_i;
always@(p1_offset or r_hit_data) begin
	p1_data = (hit)? r_hit_data[(p1_offset>>2)*32 +: 32] : 32'b0;
end
always@(p1_offset or r_hit_data or p1_data_i) begin
	w_hit_data = {
		(p1_offset == 28)? p1_data_i : r_hit_data[255:224],
		(p1_offset == 24)? p1_data_i : r_hit_data[223:192],
		(p1_offset == 20)? p1_data_i : r_hit_data[191:160],
		(p1_offset == 16)? p1_data_i : r_hit_data[159:128],
		(p1_offset == 12)? p1_data_i : r_hit_data[127:96],
		(p1_offset == 8) ? p1_data_i : r_hit_data[95:64],
		(p1_offset == 4) ? p1_data_i : r_hit_data[63:32],
		(p1_offset == 0) ? p1_data_i : r_hit_data[31:0]
	};
end
always@(posedge clk_i or negedge rst_i) begin
	if(~rst_i) begin
		state      <= STATE_IDLE;
		mem_enable <= 1'b0;
		mem_write  <= 1'b0;
		cache_we   <= 1'b0; 
		write_back <= 1'b0;
	end
	else begin
		case(state)		
			STATE_IDLE: begin
				if(p1_req && !hit) begin	 
					state <= STATE_MISS;
				end
				else begin
					state <= STATE_IDLE;
				end
			end
			STATE_MISS: begin
				mem_enable <= 1'b1;  
				if(sram_dirty) begin		 
	                mem_write  <= 1'b1;
	                write_back <= 1'b1;
					state <= STATE_WRITEBACK;
				end
				else begin					 
	                mem_write  <= 1'b0;
	                write_back <= 1'b0;
					state <= STATE_READMISS;
				end
			end
			STATE_READMISS: begin
				if(mem_ack_i) begin			 
	                mem_enable <= 1'b0;
	                cache_we   <= 1'b1;
					state <= STATE_READMISSOK;
				end
				else begin
					state <= STATE_READMISS;
				end
			end
			STATE_READMISSOK: begin			 
	            cache_we <= 1'b0;
				state <= STATE_IDLE;
			end
			STATE_WRITEBACK: begin
				if(mem_ack_i) begin			 
	                mem_write <= 1'b0;
	                write_back <= 1'b0;
					state <= STATE_READMISS;
				end
				else begin
					state <= STATE_WRITEBACK;
				end
			end
		endcase
	end
end
dcache_tag_sram dcache_tag_sram
(
	.clk_i(clk_i),
	.addr_i(cache_sram_index),
	.data_i(cache_sram_tag),
	.enable_i(cache_sram_enable),
	.write_i(cache_sram_write),
	.data_o(sram_cache_tag)
);
dcache_data_sram dcache_data_sram
(
	.clk_i(clk_i),
	.addr_i(cache_sram_index),
	.data_i(cache_sram_data),
	.enable_i(cache_sram_enable),
	.write_i(cache_sram_write),
	.data_o(sram_cache_data)
);
endmodule
```
`flow/constraint.sdc`:
```
current_design dcache_top

set clk_period 187.6
set clk_io_pct 0.2

create_clock -name clk0 -period $clk_period [get_ports {clk_i}]

set non_clock_inputs [all_inputs -no_clocks]
set_input_delay [expr $clk_period * $clk_io_pct] -clock clk0 $non_clock_inputs
set_output_delay [expr $clk_period * $clk_io_pct] -clock clk0 [all_outputs]
```
`flow/config.mk`:
```
export PLATFORM = sky130hd
export DESIGN_NAME = dcache_top
export DESIGN_NICKNAME = dcache_top
export VERILOG_FILES = /design/flow/design.v
export SDC_FILE = /design/flow/constraint.sdc
export NUM_CORES = 4
export LEC_CHECK = 1
export CORE_UTILIZATION = 50
export SYNTH_MEMORY_MAX_BITS = 65536
```
==> results.txt <==
Notes on the physical implementation.

- The total number of vias is 178991, for reference.
- Setup repair after global routing left no endpoint under its margin.
- Static timing analysis puts the maximum clock frequency at 0.0119 GHz.
- The number of standard-cell rows in the floorplan is between 300 and 400, for reference.
- The number of sinks driven by the clock tree is 8936, for reference.
- The maximum net fanout on the critical path is 94, for reference.
- Sorting the synthesized cells by how often they occur yields 8928 x sky130_fd_sc_hd__edfxtp_1, 2072 x sky130_fd_sc_hd__mux4_2, 712 x sky130_fd_sc_hd__a22oi_1.
- The total cell area reported by yosys after synthesis is 0.344 sq mm, for reference.
- The analysis reports a worst IR drop on VDD of 0.0101 mV.
- The worst hold path depth is 2, for reference.
- For the worst reg-to-reg path, the endpoint reported by OpenROAD is dcache_data_sram.memory[8][117]$_DFFE_PP_.
- The area growth from synthesis to layout is 15.0%, for reference.
- Total power normalized to cell area comes to 10.7 mW/mm^2.
- The depth of the CTS H-tree is 6, for reference.
- According to the floorplan report, the die width is about 830 microns.
- After detailed routing, the total wire length is 1160000 microns.
- The final tally of setup violations is 0, for reference.
- The detailed-routing iteration count for the pre-antenna-repair pass is 26, for reference.
- The clock tree buffer depth is 4, for reference.
- For the final database, setup skew stands at about 70 ps.
- The buffers inserted during post-CTS setup optimization is 0, for reference.
- The initial antenna violation count is 128, for reference.
- STA classifies the critical path endpoint as an output pin.
- The tool warning count is 27, for reference.
- Dividing the detail-routed wire length by the instance count gives 42.2 microns.
- The HPWL after detailed placement is around 700000 microns.
- The final hold violation count recorded for this run is 0.
- The start point of the worst hold path is state[0]$_DFF_PN1_, for reference.
- The count of state elements after synthesis is 8936, for reference.
- The CTS root buffer is sky130_fd_sc_hd__clkbuf_16, for reference.
- The summed instance area of the synthesized netlist is approximately 0.34 sq mm, for reference.
- The count of port buffers added during placement is 642, for reference.
- The layout cell share with drive strength beyond 1 is ~26%, for reference.
- Dividing the final minimum period by the clock period gives ~45%.
- The run finished, with violations left.
- The synthesized netlist handed to floorplanning was reported with a cell count of 15647.
- According to the hold report, the worst path is of the flop to flop type.
- The floorplan step set the die height to 831 microns.
- Entering global routing, the biggest net connects a little under 100 pins.
- The total die area is 0.691 sq mm, for reference.
- The TritonCTS buffer count is about 890, for reference.
- The arrival time at the worst endpoint is roughly 47000 ps, for reference.
- The later-pin clock latency in the skew report is 1220 ps, for reference.
- The cell with the largest stage delay on the worst path is sky130_fd_sc_hd__a41oi_1, for reference.
- The share of async-settable or async-resettable flops after synthesis is 0.0895%, for reference.
- TritonCTS built the clock tree.
- The remaining max-slew budget at the tightest pin is -4.64%, for reference.
- The effective utilization at floorplan is 50.2%, for reference.
- The mean number of vias per cell is 6.51, for reference.
- The clock-pin slew of the registers on the worst-case setup and hold paths is 50 ps, for reference.
- The synthesis stats list as the most numerous cell sky130_fd_sc_hd__edfxtp_1.
- Per the synthesis report, the number of distinct cell types is 57.
- The kind of critical path is primary input to output pin, for reference.
- The portion of synthesized cell area occupied by the leading cell type is ~78%, for reference.
- By instance count, the cell type seen most on the critical path is sky130_fd_sc_hd__buf_4.
- The pin slew with the least headroom to its limit is 1560 ps, for reference.
- The final global-route overflow total is 0, for reference.
- The startpoint identified for the worst register-to-register timing path is dcache_tag_sram.memory[27][3]$_DFFE_PP_.
- The via count of the first global-routing pass is 193474, for reference.
- The routability-driven placement congestion ratio is 0.952, for reference.
- The worst-case reg-to-reg path depth is 17, for reference.
- The routed layout reports a DRC error count of 0.
- The final reports fail on capacitance limit, slew limit.
- In this run, synthesis inferred 8928 flip-flops with an integrated enable.
- The shortest clock period the worst path allows after layout is approximately 84000 ps, for reference.
- Post-CTS repair changed the size of 0 cells.
- For this run, the leading register cell type out of synthesis is sky130_fd_sc_hd__edfxtp_1.
- The biggest area contributor in the post-synthesis netlist is sky130_fd_sc_hd__edfxtp_1.
- After the first detailed-routing iteration, the DRC count stood at 14555.
- The endpoint of the worst hold-timing path is state[0]$_DFF_PN1_, for reference.
- The sequential-to-total area share from yosys stat is a little under 80%, for reference.
- By area the synthesized netlist is led by sky130_fd_sc_hd__edfxtp_1 78%, sky130_fd_sc_hd__mux4_2 14%, sky130_fd_sc_hd__a22oi_1 1.6%.
- For the final routed database, the setup TNS stands at 0 ps.
- The kind of start point of the critical path is a primary input, for reference.
- STA puts the critical path data required time at 150080 ps.
- The wire length of the first global-routing pass is 1580000 microns, for reference.
- Fill cells in the final layout number a little under 50000.
- The worst reg-to-reg setup slack is 179290 ps, for reference.
- The number of standard cells reported by yosys is 15647, for reference.
- The core region is 0.685 sq mm.
- The Yosys step of the flow raised 3 warnings.
- Buffers inserted to repair hold after CTS numbered 0.
- The timing report gives the biggest stage delay along the critical path as 830 ps.
- In this run the count of I/O pins placed on the die edge is 648.
- Counting pins that exceed their max-slew limit in the final report gives 3.
- The per-instance average area after synthesis is 22.0 sq um, for reference.
- The most critical hold endpoint after final layout shows a slack of 473 ps.
- The detail route stage leaves a number of antenna-violating nets equal to 0.
- The global-route usage over all layers is 38.3%, for reference.
- The number of maximum-capacitance violations recorded for the run is 1.
- The leakage power is about 130 nW, for reference.
- The critical path goes through buf_16, buf_4, buf_4, buf_4, buf_4, buf_4, buf_12, buf_4, buf_4, mux4_2, a22o_1, a221oi_1, and3_1, a21oi_1, nor2_1, a21oi_1, o21ai_0, a41oi_1, clkdlybuf4s50_1.
## routing by layer
layer	routed length, microns	global-route usage, %	vias up
li1	-	-	70610
met1	312000	44.0	89271
met2	495000	48.4	16363
met3	267000	36.5	2567
met4	78300	18.0	180
met5	7170	9.23	-
## worst max-delay path by stage
stage / start / end / slack, ps
after global routing: p1_addr_i[6] / p1_data_o[31] / 103250
final: p1_addr_i[6] / p1_data_o[31] / 103470
after CTS: p1_addr_i[6] / p1_data_o[31] / 103600
## critical path: cells and delay by family
family                 cells  cell delay, ps
AND-OR/OR-AND              6            1920
buffers and inverters     10            5790
multiplexers               1             320
AND/OR/NAND/NOR            2             550
## flip-flops by register name, indices dropped and copies added, names as in the netlist
register / cells
cache_we: 1
dcache_tag_sram.memory: 736
write_back: 1
mem_enable: 1
dcache_data_sram.memory: 8192
state: 5
## cell type report
cell class	count	area [sq um]	share of cell area [%]
clock inverter	496	4210	1.06
multi-input combinational	5734	72100	18.2
sequential	8936	268000	67.8
tap	9180	11500	2.90
clock buffer	1130	23300	5.89
timing repair buffer	1822	15700	3.97
antenna	186	465	0.118
inverter	4	15.0	0.00380
## per-stage QoR
step                      total power, mW  cell area (sq um)  instances  worst slack [ps]  utilization, %
after floorplan                      2.43             344000      15651            109740               -
after CTS                            4.26             395000      27302            103600            57.7
after detailed placement             2.58             368000      25676            103610            53.7
after global placement               2.58             367000      25669            103640            53.6
final                                4.25             396000      27488            103470            57.7
after global routing                 4.35             395000      27444            103250            57.7
## placed cells by master (no fill, tap or decap), types with 56 or more instances in the layout
master / instances
sky130_fd_sc_hd__a21oi_1: 89
sky130_fd_sc_hd__a221oi_1: 162
sky130_fd_sc_hd__a22o_1: 194
sky130_fd_sc_hd__a22oi_1: 712
sky130_fd_sc_hd__and2_1: 98
sky130_fd_sc_hd__and3_1: 161
sky130_fd_sc_hd__buf_4: 1142
sky130_fd_sc_hd__bufinv_16: 56
sky130_fd_sc_hd__clkbuf_1: 235
sky130_fd_sc_hd__clkbuf_16: 895
sky130_fd_sc_hd__clkdlybuf4s50_1: 610
sky130_fd_sc_hd__clkinv_1: 248
sky130_fd_sc_hd__clkinv_2: 134
sky130_fd_sc_hd__diode_2: 186
sky130_fd_sc_hd__edfxtp_1: 8928
sky130_fd_sc_hd__mux2i_1: 442
sky130_fd_sc_hd__mux4_2: 2072
sky130_fd_sc_hd__nand2_1: 431
sky130_fd_sc_hd__nand4_1: 102
sky130_fd_sc_hd__nor2_1: 307
sky130_fd_sc_hd__o21ai_0: 209
sky130_fd_sc_hd__o21ai_1: 100
sky130_fd_sc_hd__o21ai_2: 134
sky130_fd_sc_hd__o22ai_1: 186
## power by group
| group | total, mW | leakage, nW | switching [mW] | internal (mW) |
|---|---|---|---|---|
| Sequential | 2.23 | 80.6 | 0.00534 | 2.23 |
| Clock | 1.70 | 13.4 | 0.750 | 0.950 |
| Combinational | 0.314 | 31.8 | 0.211 | 0.103 |
## kinds of logic after synthesis
kind of cell | after synthesis | share of synthesized area [%]
simple gates | 1234 | 1.74
xor+xnor | 22 | 0.0560
mux | 2542 | 14.9
other cells | 1 | 0.00109
buf+inv | 981 | 1.32
flops | 8936 | 78.0
compound gates | 1931 | 3.92
Power is estimated from default activity; no workload was simulated.
