`run.sh`:
```
#!/bin/bash
# OpenROAD 26Q1-2900-gdf79404cd8, Yosys 0.63+post, stock flow scripts
make -C /OpenROAD-flow-scripts/flow DESIGN_CONFIG=/design/flow/config.mk WORK_HOME=/design/flow/orfs finish
```
`config.mk`:
```
export PLATFORM = sky130hd
export DESIGN_NAME = EX_MEM
export DESIGN_NICKNAME = EX_MEM
export VERILOG_FILES = /design/flow/design.v
export SDC_FILE = /design/flow/constraint.sdc
export NUM_CORES = 4
export LEC_CHECK = 1
export CORE_UTILIZATION = 40
```
`constraint.sdc`:
```
current_design EX_MEM

set clk_period 1.0
set clk_io_pct 0.2

create_clock -name clk0 -period $clk_period [get_ports {clk_i}]

set non_clock_inputs [all_inputs -no_clocks]
set_input_delay [expr $clk_period * $clk_io_pct] -clock clk0 $non_clock_inputs
set_output_delay [expr $clk_period * $clk_io_pct] -clock clk0 [all_outputs]
```
`design.v`:
```
module EX_MEM
  (
   input 	     clk_i,
   input [31:0]      pc_i,
   input 	     zero_i,
   input [31:0]      ALUResult_i,
   input [31:0]      RDData_i,
   input [4:0] 	     RDaddr_i,
   input stall_i,
   output [31:0] pc_o,
   output        zero_o,
   output [31:0] ALUResult_o,
   output [31:0] RDData_o,
   output [4:0]  RDaddr_o,
   input 	     RegWrite_i,
   input 	     MemToReg_i,
   input 	     MemRead_i,
   input 	     MemWrite_i,
   output 	     RegWrite_o,
   output 	     MemToReg_o,
   output 	     MemRead_o,
   output 	     MemWrite_o
   );
   reg [31:0] pc_r = 32'd0;
   reg        zero_r = 1'b0;
   reg [31:0] ALUResult_r = 32'd0;
   reg [31:0] RDData_r = 32'd0;
   reg [4:0]  RDaddr_r = 5'd0;
   assign pc_o = pc_r;
   assign zero_o = zero_r;
   assign ALUResult_o = ALUResult_r;
   assign RDData_o = RDData_r;
   assign RDaddr_o = RDaddr_r;
   reg 		     RegWrite_r=0;
   reg 		     MemToReg_r=0;
   reg 		     MemRead_r=0;
   reg 		     MemWrite_r=0;
   assign RegWrite_o = RegWrite_r;
   assign MemToReg_o = MemToReg_r;
   assign MemRead_o = MemRead_r;
   assign MemWrite_o = MemWrite_r;
   always@(posedge clk_i) begin
     if (stall_i) begin
     end
     else begin
      pc_r <= pc_i;
      zero_r <= zero_i;
      RDaddr_r <= RDaddr_i;
      ALUResult_r <= ALUResult_i;
      RDData_r <= RDData_i;
      RegWrite_r <= RegWrite_i;
      MemToReg_r <= MemToReg_i;
      MemRead_r <= MemRead_i;
      MemWrite_r <= MemWrite_i;
    end
   end
endmodule
```
==> qor_table.md <==
| Metric | Value | Unit |
|---|---|---|
| Average wire per cell in the routed design | 16.3 | um |
| Least setup slack across all paths after layout | -0.0612 | ns |
| Violation count after the first detailed-route iteration | 77 | - |
| Comb gates | 0 | - |
| Yosys synthesis chip area | 3190 | um^2 |
| Number of buffers added to fix hold violations after cts | 0 | - |
| Slowest cell on the critical path | edfxtp_1 | - |
| Sequential Power Share | 61.6 | % |
| FF+latch area | 3180 | um^2 |
| Overall power | 8.66 | mW |
| Fillers | 557 | - |
| Stage-log warning count | 32 | - |
| Width of the die | 91.3 | um |
| Count of pins over their slew limit | 0 | - |
| Final setup violation count | 106 | - |
| Initial DRT Pass Iterations | 4 | - |
| Cell leakage power | 2.02 | nW |
| Vias in the first global route | 1890 | - |
| Crit path required time | 0.80 | ns |
| Largest stage delay, worst path | 0.39 | ns |
| RSZ-0062 raised after global routing | true | - |
| Maximum level of the CTS H-tree | 3 | - |
| Clock sinks | 106 | - |
| DRC violation count after routing | 0 | - |
| Yosys cell count | 107 | - |
| Vias per Instance | 4.24 | - |
| Cell class contributing the biggest share of worst-path delay | flip-flops | - |
| Aggregate global routing overflow | 0 | - |
| Internal Dissipation | 7.02 | mW |
| Number of failing hold endpoints at the final stage | 0 | - |
| Synth Cell Area | 3190 | um^2 |
| Number of storage elements in the synthesis netlist | 106 | - |
| CP cell instances | buf_2 | - |
| Category of the worst setup path capture point | output pin | - |
| Buffer depth of the longest clock path | 2 | - |
| Clock buffers created by TritonCTS | 9 | - |
| Worst slew margin | 83.2 | % |
| Maximum number of pins on one net before global-route repair | 49 | - |
| Routability-driven placement congestion ratio | 0.764 | - |
| Combinational power share | 9.5 | % |
| Proportion of total power due to net switching | 18.9 | % |
| Synth warn | 1 | - |
| Synth Area in Simple Gates | 0 | % |
| Wire length of the first global-routing pass | 10500 | um |
| Number of vias after detailed routing | 1877 | - |
| Maximum capacitance violations | 0 | - |
| Fraction of the yosys area taken by sequential cells | 99.9 | % |
| CTS tree | yes | - |
| Compound Share, Synth | 0 | % |
| Result of the run | finished with violations | - |
| IO Port Bufs | 213 | - |
| Initial antenna violation count | 0 | - |
| Reported net switching power | 1.64 | mW |
| Maximum fanout along the worst path | 1 | - |
| CTS clk-pin slew, worst paths | 0.09 | ns |
| Height of the chip | 91.3 | um |
| Xor-xnor portion of the synthesized cell area | 0 | % |
| Top comb family, area | buffers and inverters | - |
| Cell at the root of the clock tree | clkbuf_8 | - |
| Layout cell share with drive strength beyond 1 | 37.2 | % |
| Worst-case hold slack | 0.398 | ns |
| Init Core Util | 41.2 | % |
| Antenna-violating nets left | 0 | - |
| Tmin final | 1.06 | ns |
| Combined area of the multi-input logic cells | 0 | um^2 |
| Class of the tightest hold or removal check | in2reg | - |
| Clock share of power | 28.9 | % |
| Area of the core region | 7730 | um^2 |
| Global-route total usage across every layer | 19.2 | % |
| Antenna Cells | 0 | - |
| Power density of the placed cells | 1660 | nW/um^2 |
| Maximum operating frequency | 0.942 | GHz |
| Pin slew with the least headroom to its limit | 0.251 | ns |
| Violations in the final reports | negative setup slack | - |
| Total Die Area | 8330 | um^2 |
| Row cnt | 32 | - |
| Arrival @ worst endpoint | 0.86 | ns |
| DP Wirelength | 5280 | um |
| Worst IR drop on VDD | 960 | uV |
| WL final | 7200 | um |
| Cycle use final | 106 | % |
| Fraction of synthesized area in multiplexers | 0 | % |
| Mapped Cells | 107 | - |
| Number of ports placed on the die boundary | 214 | - |
| Area delta synth->final | 64.0 | % |
| Synthesized-area fraction occupied by adder cells | 0 | % |
| Post-Syn Area per Cell | 29.8 | um^2 |
| Synth cell types | 2 | - |
| Element type at the critical path start | flip-flop | - |
| Buffering stage count on the worst path with inverters included | 1 | - |
| WS Path Type | reg2out | - |
[cells by family (layout without fill, tap and decap cells)]
logic type,count (synthesis),count (layout)
buf+inv,1,235
flops,106,106
[cells in the mapped netlist, drive strengths merged]
master | number | share of area (%)
inv | 1 | 0.12
edfxtp | 106 | 100
[metal layers]
layer  track usage, %  wire, um
met5                0         0
met4             3.31       116
met3             7.65       890
met2             28.9      3620
met1             31.6      2580
[final cells by class]
| type | instances | area share [%] |
|---|---|---|
| repair buffers | 218 | 32.8 |
| clock inverters | 7 | 1.34 |
| flip-flops and latches | 106 | 60.9 |
| clock buffers | 9 | 2.37 |
| inverters | 1 | 0.144 |
| well taps | 102 | 2.44 |
[metrics by stage]
step           setup TNS (ns)  instance area (um^2)  std cells  setup slack, ns  util, %
2_1_floorplan         -116.77                  3190        107            -1.10        -
3_3_place_gp           -41.30                  5490        424           -0.412     71.0
3_5_place_dp           -42.21                  5490        424           -0.422     71.0
4_1_cts                 -5.83                  5230        443          -0.0987     67.6
5_1_grt                 -8.25                  5230        443           -0.110     67.6
6_report                -3.12                  5230        443          -0.0612     67.6
[path summary, 6_finish.rpt]
check  slack (ns)  depth (start not counted)                      to                from
max         -0.06                          1                pc_o[18]  pc_r[18]$_DFFE_PN_
min          0.40                          1  RDData_r[18]$_DFFE_PN_        RDData_i[18]
[cell usage in the layout, fill, tap and decap left out]
cell,count
clkinv_4,1
buf_2,106
clkinv_2,1
buf_16,2
edfxtp_1,106
clkinvlp_4,4
bufinv_16,1
buf_12,3
clkbuf_8,9
clkinv_1,1
dlygate4sd2_1,1
clkdlybuf4s50_1,106
[flip-flops by register name (all words and copies together), names as in the netlist]
signal / count
ALUResult_r: 32
MemRead_r: 1
MemToReg_r: 1
MemWrite_r: 1
RDData_r: 32
RDaddr_r: 5
RegWrite_r: 1
pc_r: 32
zero_r: 1
[power groups by stage]
stage	registers, mW	clock network, mW	logic (mW)
after CTS	5.34	2.59	0.839
after global routing	5.37	2.76	0.895
final	5.34	2.50	0.823
[timing repair]
| action | 4_1_cts | 5_1_grt |
|---|---|---|
| gates resized | 336 | 0 |
| buffers inserted | 1 | 0 |
| gates cloned | 2 | 0 |
| endpoints found under the hold margin | 0 | 0 |
| endpoints found under the setup margin | 164 | 106 |
Power is estimated from default activity; no workload was simulated.
